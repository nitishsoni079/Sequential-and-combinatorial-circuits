<file path="./design.v">
module LIFObuffer( dataIn,
                   dataOut,
                   RW,
                   EN,
                   Rst,
                   EMPTY,
                   FULL,
                   Clk
                  );
input [3:0]  dataIn;
input        RW,
             EN,
             Rst,
             Clk;
output  reg EMPTY,
            FULL;    
output reg [3:0] dataOut;
reg [3:0] stack_mem[0:3];
reg  [2:0] SP;
integer i;
always @ (posedge Clk)
begin
 if (EN==0);
 else begin
    if (Rst==1) begin
      SP       = 3'd4;
      EMPTY    = SP[2];
      dataOut  = 4'h0;
      for (i=0;i<4;i=i+1) begin
        stack_mem[i]= 0;
      end
     end
  else if (Rst==0) begin
    FULL = SP? 0:1;
    EMPTY  = SP[2];
    dataOut = 4'hx;
    if (FULL == 1'b0 && RW == 1'b0) begin
       SP            = SP-1'b1;
       FULL          = SP? 0:1;
       EMPTY         = SP[2];
       stack_mem[SP] = dataIn;
     end
   else if (EMPTY == 1'b0 && RW == 1'b1) begin
       dataOut  = stack_mem[SP];
       stack_mem[SP] = 0;
       SP  = SP+1;
       FULL  = SP? 0:1;
       EMPTY  = SP[2];
    end
   else;
  end
 end
end
endmodule
</file>
<file path="./run.sh">
#!/bin/bash
# OpenROAD 26Q1-2900-gdf79404cd8, Yosys 0.63+post, stock flow scripts
make -C /OpenROAD-flow-scripts/flow DESIGN_CONFIG=/design/flow/config.mk WORK_HOME=/design/flow/orfs finish
</file>
<file path="./config.mk">
export PLATFORM = sky130hd
export DESIGN_NAME = LIFObuffer
export DESIGN_NICKNAME = LIFObuffer
export VERILOG_FILES = /design/flow/design.v
export SDC_FILE = /design/flow/constraint.sdc
export NUM_CORES = 4
export LEC_CHECK = 1
export CORE_UTILIZATION = 30
</file>
<file path="./constraint.sdc">
current_design LIFObuffer

set clk_period 2.3
set clk_io_pct 0.2

create_clock -name clk0 -period $clk_period [get_ports {Clk}]

set non_clock_inputs [all_inputs -no_clocks]
set_input_delay [expr $clk_period * $clk_io_pct] -clock clk0 $non_clock_inputs
set_output_delay [expr $clk_period * $clk_io_pct] -clock clk0 [all_outputs]
</file>
==> results.json <==
{
  "status": "complete, no violations",
  "clock-sinks": 25,
  "place_area_sq_um": 1494,
  "peakVddDrop_v": 0.0002226,
  "worstPathRequired_ns": 2.21,
  "syn_area_sq_um": 1252,
  "hold_violations": 0,
  "start_kind": "flip-flop",
  "warnings": 32,
  "grt_setup_unrepaired": "yes",
  "min_period_ns": 2.153,
  "ioPinCount": 14,
  "critical_path.top_delay_family": "AND-OR/OR-AND gates",
  "ys_seq_share": 0.5994,
  "numCtsBuffers": 3,
  "top_area_cell": "edfxtp_1",
  "power_leakage_nw": 0.5529,
  "clk_path_buf_depth": 2,
  "setup_viol": 0,
  "drv_slew": 0,
  "cp.arrival_ns": 2.06,
  "worstMarginPinSlew_ns": 0.6078,
  "clk_pin_slew_ns": 0.09,
  "ys_sh_adder": 0.07992,
  "vias": 838,
  "grt_usage": 0.1144,
  "pwr-share-clk": 0.268,
  "cpPeakStageDelay_ns": 0.55,
  "clock_latency_ns": 0.27,
  "cp_max_fo": 8,
  "n_antenna_cell": 0,
  "grtUsageMet1": 0.1756,
  "maxCapViolations": 0,
  "cts_tree": "done",
  "yosysWarnings": 2,
  "whs_ns": 0.6764,
  "crit_cells": 5,
  "ys_sh_aoi": 0.1279,
  "route.detailed.drc": 0,
  "area_growth_pct": 23.18,
  "end_kind": "flip-flop",
  "ant_nets": 0,
  "powerDensity_nw_per_um2": 630.2,
  "cp.buffers_inverters": 1,
  "core_sq_um": 4000,
  "fin_crit_sh": 0.9360,
  "relSlewSlack": 0.5923,
  "hp-class": "flip-flop to flip-flop",
  "switching_share": 0.2378,
  "top_area_frac": 0.5994,
  "grt_pass1_wl_microns": 3657,
  "internal_power_mw": 0.7411,
  "routabilityCongestion": 0.9208,
  "ys_ff": 25,
  "synth_area_per_cell_sq_um": 13.47,
  "rows": 23,
  "grt_antenna_before_repair": 0,
  "logic_family": "simple AND/OR/NAND/NOR gates",
  "p_comb_frac": 0.164,
  "ys_sh_xor": 0.006993,
  "root_buffer": "clkbuf_8",
  "reg2reg_depth": 5,
  "grt_overflow_total": 0,
  "fmax_ghz": 0.4645,
  "seqPwrFrac": 0.569,
  "p_total_mw": 0.9723,
  "ys_types": 29,
  "mux_share": 0,
  "synthTopCellsByArea": "edfxtp_1, ha_1, a211oi_1, buf_6, a222oi_1",
  "fillerInstances": 366,
  "cts_max_level": 1,
  "dr.pass1.iters": 5,
  "crit_slowest_cell": "a211oi_1",
  "grt.busiest_layer": "met1",
  "yosys_area_sq_um": 1252,
  "grt_pass1_vias": 768,
  "die_width_microns": 66.61,
  "dp_cells": 162,
  "cts_hold_buf": 0,
  "drt-total-wl_microns": 2306,
  "path_cells": "inv_1 -> ha_1 -> nor2b_4 -> or2_1 -> a211oi_1",
  "yosys.area_share.simple": 0.1309,
  "die_h_microns": 66.61,
  "grt_max_degree": 16,
  "instances_no_fill": 166,
  "post_cts_resized": 0,
  "die_area_sq_um": 4437,
  "whs_path_depth": 2,
  "worstSetupPathType": "flip-flop to flip-flop",
  "drt_iter0_markers": 51,
  "detail_route.vias_per_cell": 5.048,
  "wl_per_cell_microns": 13.89,
  "initCoreUtil": 0.3131,
  "ys_cells": 93,
  "port_buffers": 13,
  "use_met3": 0.02604,
  "fin_skew_ns": 0.004413,
  "fin_area_sq_um": 1543,
  "post-route-util": 0.3857,
  "final_layout_size_suffix_gt1_frac": 0.1724,
  "syn_inst": 93,
  "grt_use_met2": 0.1755,
  "switchingPower_mw": 0.2312,
  "dp_hpwl_microns": 1652
}
## layout by cell type (no fill, tap or decap)
cell and n:
nor3b_1 4, clkbuf_8 3, nor3_1 1, edfxtp_1 25, nand3_1 1, o31ai_1 1
nor2b_1 2, ha_1 8, clkinvlp_4 1, clkdlybuf4s50_1 13, buf_12 1, inv_2 1
nor4_1 4, a21oi_1 2, nor2_1 9, buf_4 11, a21bo_2 1, or2_1 1
o22ai_1 1, o211ai_1 1, a211o_1 1, or3_2 1, nor2b_4 1, a222oi_1 4
a211oi_1 8, inv_1 3, o21ai_0 2, or4b_1 1, xnor2_1 1, or4_1 1
nand2_1 2
## sequential cells by signal, indices dropped and copies added (netlist names)
register / flops
EMPTY: 1
FULL: 1
SP: 3
dataOut: 4
stack_mem: 16
## what timing repair did
action	4_1_cts	5_1_grt
hold endpoints to repair	0	0
endpoints found under the setup margin	0	12
buffers inserted	0	0
## worst paths after layout
check	from	end	slack, ns
hold reg to reg	stack_mem[0][3]	dataOut[3]	0.68
setup / recovery	SP[1]	stack_mem[3][0]	0.15
hold / removal	stack_mem[0][3]	dataOut[3]	0.68
setup reg to reg	SP[1]	stack_mem[3][0]	0.15
## worst register-to-register path, cell delays in order (launching register included)
cell	delay [ns]
edfxtp_1	0.40
inv_1	0.11
ha_1	0.23
nor2b_4	0.16
or2_1	0.33
a211oi_1	0.56
## kinds of logic after synthesis
| kind of cell | after synthesis |
|---|---|
| buffers and inverters | 10 |
| DFF | 25 |
| and+or+nand+nor | 28 |
| AOI/OAI and AO/OA | 21 |
| xor gates and xnor gates | 1 |
| adders and majority gates | 8 |
## cell usage after synthesis, drive strengths merged
master / number
or3: 1
nor3: 1
xnor2: 1
ha: 8
a211o: 1
o22ai: 1
buf: 5
a211oi: 8
nor3b: 4
nand2: 2
a21oi: 2
or4: 1
nand3: 1
nor4: 4
clkbuf: 1
or4b: 1
o21ai: 2
a222oi: 4
edfxtp: 25
o211ai: 1
nor2: 9
nor2b: 3
a21bo: 1
inv: 4
or2: 1
o31ai: 1
## per-layer routing
metal	vias up	share of wire	wire length, microns
li1	411	-	-
met3	4	0.045	104
met4	0	0.013	30
met2	26	0.46	1062
met1	397	0.48	1109
met5	-	0	0
## per-stage QoR
stage	TNS, ns	worst slack (ns)
6_report	0	0.1472
5_1_grt	-0.1143	-0.01585
4_1_cts	0	0.1457
3_5_place_dp	0	0.02482
3_3_place_gp	0	0.05983
2_1_floorplan	0	0.2240
## layout make-up
type                            count  area (sq um)  area share
Timing Repair Buffer               25         232.7      0.1509
Inverter                            4         15.01    0.009732
Clock buffer                        3         41.29     0.02676
Tap cell                           50         62.56     0.04055
Multi-Input combinational cell     58         432.9      0.2806
Clock inverter                      1         7.507    0.004866
Sequential cell                    25         750.7      0.4866
## power by group through the flow
stage / Combinational, mW / Clock, mW / Sequential, mW
global route: 0.177 / 0.283 / 0.556
CTS: 0.159 / 0.268 / 0.553
finish: 0.159 / 0.260 / 0.553
No activity file was given, so power comes from the tool's default toggle rates.
